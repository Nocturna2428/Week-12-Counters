[run.sh]
#!/bin/bash
# OpenROAD 26Q1-2900-gdf79404cd8, Yosys 0.63+post, stock flow scripts
make -C /OpenROAD-flow-scripts/flow DESIGN_CONFIG=/design/flow/config.mk WORK_HOME=/design/flow/orfs finish
[config.mk]
export PLATFORM = sky130hd
export DESIGN_NAME = top
export DESIGN_NICKNAME = top
export VERILOG_FILES = /design/flow/design.v
export SDC_FILE = /design/flow/constraint.sdc
export NUM_CORES = 4
export LEC_CHECK = 1
export CORE_AREA = 10 10 70 70
export DIE_AREA = 0 0 80 80
[constraint.sdc]
current_design top

set clk_period 1.1
set clk_io_pct 0.2

create_clock -name clk0 -period $clk_period [get_ports {btnC}]

set non_clock_inputs [all_inputs -no_clocks]
set_input_delay [expr $clk_period * $clk_io_pct] -clock clk0 $non_clock_inputs
set_output_delay [expr $clk_period * $clk_io_pct] -clock clk0 [all_outputs]
[design.v]
module d_ff(
    input clk,
    input reset,
    input D,
    output reg Q
);
    always @(posedge clk or posedge reset) begin
        if (reset)
            Q <= 0;
        else
            Q <= D;
    end
endmodule
module modulo_counter(
    input clk,
    input reset,
    output [2:0] state,  
    output reg out  
);
    wire [2:0] next_state;
    reg [2:0] count;
    wire max_count;
    assign max_count = (count == 3'd5);
    assign next_state = max_count ? 3'd0 : (count + 1'b1);
    always @(posedge clk or posedge reset) begin
        if (reset) begin
            count <= 3'd0;
            out <= 0;
        end else begin
            count <= next_state;
            if (max_count)
                out <= ~out;  
        end
    end
    assign state = count;
endmodule
module ripple_counter(
    input clk,
    input reset,
    output [2:0] stage  
);
    wire q0, q1, q2;
    t_ff ff0 (.clk(clk), .reset(reset), .T(1'b1), .Q(q0));
    t_ff ff1 (.clk(q0), .reset(reset), .T(1'b1), .Q(q1));
    t_ff ff2 (.clk(q1), .reset(reset), .T(1'b1), .Q(q2));
    assign stage = {q2, q1, q0};
endmodule
module t_ff(
    input clk,
    input reset,
    input T,
    output Q
);
    wire D;
    wire Q_int;
    assign D = T ^ Q_int;
    d_ff dff_inst(
        .clk(clk),
        .reset(reset),
        .D(D),
        .Q(Q_int)
    );
    assign Q = Q_int;
endmodule
module top(
    input btnC,  
    input btnU,  
    output [6:0] led
);
    wire [2:0] ripple_out;
    wire [2:0] mod_state;
    wire mod_out;
    ripple_counter RC (
        .clk(btnC),
        .reset(btnU),
        .stage(ripple_out)
    );
    modulo_counter MC (
        .clk(btnC),
        .reset(btnU),
        .state(mod_state),
        .out(mod_out)
    );
    assign led[0] = ripple_out[0];
    assign led[1] = ripple_out[1];
    assign led[2] = ripple_out[2];
    assign led[3] = mod_state[0];
    assign led[4] = mod_state[1];
    assign led[5] = mod_state[2];
    assign led[6] = mod_out;
endmodule
==> reports/qor.yml <==
run_status:
  status: "completed"
floorplan:
  die_h_um: 80
  fp_util_pct: 7.88
  core_area_sq_um: 3420
  die_w_um: 80
  core.rowCount: 21
  io_pins: 9
  die-area_sq_um: 6400
setup_path:
  reg2regPathDepth: 4
  start_kind: "flip-flop"
  critical_path.top_delay_family: "flip-flops"
  cp_cell_sequence: "clkdlybuf4s15_1"
  cp.arrival_ns: 0.81
  cp_max_fo: 2
  r2r-end: "MC.count[1]"
  worstSetupEndpointType: "primary output"
  path_class: "flip-flop to primary output"
  reg2reg_slack_ns: 0.14
  r2r_start: "MC.count[2]"
  cp_slowest_cell: "dfrtp_1"
  cp.required_ns: 0.88
  path_buffers: 1
  critical_path.max_stage_delay_ns: 0.38
final_timing:
  fin_skew_ns: 0.00101
  setup_violations: 0
  setup-tns-final_ns: 0
  worstMarginPinSlew_ns: 0.269
  untimed_endpoints: 4
  grt_setup_unrepaired: "no"
  maxSlewViolCount: 0
  fmax_ghz: 0.973
  unclocked_pins: 2
  min_period_ns: 1.03
  relSlewSlack_pct: 82.0
  hold_viol_final: 0
  fin_crit_sh_pct: 93.5
power:
  p_per_area_nw_per_um2: 879
  p_leak_nw: 0.210
  peakVddDrop_mv: 0.302
yosys:
  synthCells: 22
  flop_cell: "dfrtp_1"
  area_leaders: "dfrtp_1, buf_4, inv_1, mux2_2, mux2i_1"
  ys_seq_share_pct: 65.1
  ys_ff: 7
  most_common_cell: "dfrtp_1"
  yosys-stat-area_sq_um: 269
  yosysWarnings: 2
  synth_cell_types: 9
  syn_area_sq_um: 269
  asyncSetResetFlopFracSynth_pct: 100
  syn_avg_cell_area_sq_um: 12.2
  yosys.area.top_type: "dfrtp_1"
  top_area_share_pct: 65.1
  synth.top_cells.by_count: "dfrtp_1, inv_1, buf_4"
  synth-edff-count: 0
  ys_cells: 22
clock_tree:
  cts_inserted_buffers: 3
  cts_tree: "built"
  clockRootBuffer: "clkbuf_4"
  htreeDepth: 1
  path_clk_slew_ns: 0.04
  clock_latency_ns: 0.24
  clockBufferDepth: 2
route:
  n_antenna_cell: 0
  drt_iter0_drc: 3
  ant_nets: 0
  drc: 0
  dr.pass1.iters: 2
  wl_per_cell_um: 7.33
  wl_met3_um: 160
  wl_met1_um: 282
  via_per_inst: 2.25
  routed-wl-met2_um: 173
  num_vias: 189
  maxUsedRoutingLayer: "met3"
  wl_um: 616
run:
  cap_viol_max_count: 0
  warnings: 25
placement:
  numPortBuffers: 8
  place_congestion: 0.731
  place_hpwl_um: 441
  dp_cells: 75
grt:
  grt-ovfl-total: 0
  grtUsageTotal_pct: 2.05
  grt_max_degree: 8
  grt_pass1_vias: 198
  grt_pass1_wl_um: 938
  grt_antenna_before_repair: 0
finish:
  layout-drive-gt1-share_pct: 31.6
  fin_cells: 84
  fill_cells: 391
  syn_to_final_growth_pct: 72.1
min_path:
  hold_path.class: "input port to asynchronous set/reset pin"
-- registers in the layout, indices dropped and copies added, names as in the netlist --
register and count:
MC.count 3, RC.ff1.dff_inst.Q 1, RC.ff2.dff_inst.Q 1, RC.ff0.dff_inst.Q 1
MC.out 1
-- layout by cell type (no fill, tap or decap) --
cell type        netlist  routed
mux2_2                 1       1
clkbuf_4               0       3
buf_4                  4       8
clkdlybuf4s50_1        0       3
clkbuf_1               0       1
nand3b_1               1       1
nor2_1                 1       1
dfrtp_1                7       7
nand2_1                1       1
mux2i_1                1       1
inv_1                  5       5
xnor2_1                1       1
clkdlybuf4s15_1        0       5
-- report_power, final --
group	internal (mW)	switching, mW	leakage (nW)
clock network	0.137	0.0762	0.0150
logic	0.00334	0.00538	0.0954
registers	0.185	0	0.0995
total	0.325	0.0816	0.210
-- per-layer routing --
| metal | global-route usage (%) | up-vias |
|---|---|---|
| met5 | 0 | - |
| met4 | 0.176 | 0 |
| met3 | 3.18 | 0 |
| met2 | 2.09 | 16 |
| met1 | 2.22 | 79 |
| li1 | - | 94 |
-- through the flow --
stage	hold slack (ns)	setup WS, ns	power (mW)	util (%)	instance area [sq um]
5_1_grt	0.251	0.0201	0.435	13.6	463
3_3_place_gp	0.425	0.0586	0.196	11.7	399
3_5_place_dp	0.440	0.0517	0.196	11.7	399
6_report	0.224	0.0717	0.407	13.6	463
2_1_floorplan	0.0234	0.273	0.191	-	269
4_1_cts	0.221	0.00969	0.414	13.0	444
-- cell type report --
class	instances	area, sq um	area share, %
Timing Repair Buffer	16	140	30.3
Inverter	5	18.8	4.05
Multi-Input combinational cell	6	45.0	9.73
Clock buffer	4	26.3	5.68
Tap cell	46	57.6	12.4
Sequential cell	7	175	37.8
-- what timing repair did --
action,CTS,global route
hold buffers,0,0
buffers inserted,3,2
setup endpoints to repair,5,3
hold endpoints to repair,0,0
resized,7,3
pin swaps,0,0
-- worst max path at each step --
| stage | from | to | depth (start not counted) |
|---|---|---|---|
| global route | MC.count[1] | led[4] | 1 |
| CTS | MC.count[2] | led[5] | 1 |
| finish | MC.count[1] | led[4] | 1 |
-- cell families after synthesis --
logic type | after synthesis | share of synthesized area (%)
xor gates and xnor gates | 1 | 3.26
buffers and inverters | 9 | 18.1
DFF | 7 | 65.1
muxes | 2 | 7.91
and+or+nand+nor | 3 | 5.58
Power and IR drop assume default switching activity.
